==> ./design.v <==
module PC_32bit(q,d,clk,reset);
	input [31:0]d;
	input reset, clk;
	output [31:0]q;
	reg [31:0]q;
	always @(negedge reset or posedge clk)
		begin
		if(!reset)
			begin
			q<=32'd0;
			end
		else
			begin
			q<=d;
			end
		end
endmodule
==> ./run.sh <==
#!/bin/bash
# OpenROAD 26Q1-2900-gdf79404cd8, Yosys 0.63+post, stock flow scripts
make -C /OpenROAD-flow-scripts/flow DESIGN_CONFIG=/design/flow/config.mk WORK_HOME=/design/flow/orfs finish
==> ./config.mk <==
export PLATFORM = sky130hd
export DESIGN_NAME = PC_32bit
export DESIGN_NICKNAME = PC_32bit
export VERILOG_FILES = /design/flow/design.v
export SDC_FILE = /design/flow/constraint.sdc
export NUM_CORES = 4
export LEC_CHECK = 1
export CORE_AREA = 10 10 100 100
export DIE_AREA = 0 0 110 110
==> ./constraint.sdc <==
current_design PC_32bit

set clk_period 1.0
set clk_io_pct 0.2

create_clock -name clk0 -period $clk_period [get_ports {clk}]

set non_clock_inputs [all_inputs -no_clocks]
set_input_delay [expr $clk_period * $clk_io_pct] -clock clk0 $non_clock_inputs
set_output_delay [expr $clk_period * $clk_io_pct] -clock clk0 [all_outputs]
==> job_summary.md <==
### Flow metrics

| Metric | Value |
|---|---|
| CP Max Fanout | 1 |
| Mux share | 0 |
| Drt wl/cell | 12.8 um |
| Tool Warnings | 28 |
| Detailed Routing Iterations Pass 1 | 2 |
| NetSw | 513 uW |
| Slew @ Worst Pin | 0.183 ns |
| Pwr Density | 1730 mW/mm^2 |
| Internal power | 2.13 mW |
| Syn_area_per_cell | 25.0 um^2 |
| XORs/XNORs by Area | 0 |
| Full die area | 0.0121 mm^2 |
| Yosys cell types | 1 |
| PortBufs | 65 |
| Vias in the first global route | 593 |
| Sequential cell area fraction in the yosys report | 1.00 |
| Clk sinks | 32 |
| DRC | 0 |
| Endpoint class of the critical path | primary output |
| Clock buffer depth | 2 |
| Worst min-delay path category | input pin to asynchronous set/reset pin |
| Clock transition at path regs | 0.07 ns |
| Adder share | 0 |
| Via count | 549 |
| Post-synthesis cell count | 32 |
| P_leak | 0.688 nW |
| CP Data Required Time | 0.80 ns |
| Worst Path Arrival | 0.76 ns |
| Vias/cell | 2.65 |
| Max Cap Viol | 0 |
| H-Tree Depth | 2 |
| Fin worst setup slack | 0.0396 ns |
| Top cell type by total area after synthesis | dfrtp_1 |
| Num CTS Buffers | 5 |
| Synthesis-stage register bit count | 32 |
| Multi-input gates | 0 |
| Peak supply drop | 0.000366 V |
| Core footprint | 0.00781 mm^2 |
| F_max | 1040 MHz |
| Yosys warns | 1 |
| Setup TNS | 0 ns |
| Final GP Congestion | 0.703 |
| Area leader share | 1.00 |
| Gr ovfl total | 0 |
| Final Hold Fails | 32 |
| Fp util | 0.103 |
| Gate Area | 0 um^2 |
| First-pass GRT wire length | 3.64 mm |
| Num rows | 32 |
| GRT Resource Usage Total | 0.0400 |
| Post-Synth AOI/OAI Area | 0 |
| 1st-iter DRT viols | 5 |
| Crit-path max cell delay | 0.36 ns |
| Fin. max-slew vios | 0 |
| CTS tree | done |
| Switching share of power | 0.194 |
| Worst Hold Margin | -0.132 ns |
| Synth top area cells | dfrtp_1 |
| Slew HR | 0.878 |
| Crit path max-delay family | flip-flops |
| Minimum clock period | 0.960 ns |
| Clock root buffer | clkbuf_8 |
| Drt total wl | 2.65 mm |
| Worst-path cell chain | buf_2 |
| Slowest-stage cell, CP | dfrtp_1 |
| Largest net degree at the start of global routing | 33 |
| Post-route ant nets | 0 |
| Bufs and invs on worst path | 1 |
| Most flops, register | q |
| Fill count | 848 |
| Biggest regs | q (32) |
| Largest register FFs | 32 |
| Crit. path cell count | 1 |
| Pre-CTS setup slack | -0.0170 ns |
| Period utilisation layout | 0.960 |
| Initial antenna violation count | 1 |
| Area reported by Yosys stat | 801 um^2 |
| Crit start category | register |
| Top Ports | 66 |
| HPWL after DPL | 2.12 mm |
| Register area | 801 um^2 |
| Area Overhead vs Synth | 91.1% |
| Setup Crit Path Kind | register to primary output |
| # Cells Yosys | 32 |
| Status | complete, but fails checks |
| Inserted Diodes | 0 |
| Final setup vio count | 0 |
| Seq pwr share | 0.519 |
| Layout cells sized above 1 | 0.390 |
| Setup repair after global routing missed its margin | yes |
| Basic Gates by Area | 0 |
| Clk pwr share | 0.399 |
| Cell Area, Synth | 801 um^2 |
| Die height | 110 um |
| Comb pwr share | 0.081 |
| Postcts setup bufs | 0 |
| Failing checks | negative hold slack |
| Die W | 110 um |
-- per-layer routing --
| layer | track usage | up-vias | share of wire |
|---|---|---|---|
| li1 | - | 240 | - |
| met1 | 0.0448 | 269 | 0.35 |
| met2 | 0.0644 | 34 | 0.50 |
| met3 | 0.0217 | 4 | 0.12 |
| met4 | 0.0121 | 2 | 0.021 |
| met5 | 0 | - | 0.0049 |
-- logic make-up after synthesis --
group and after synthesis:
DFF 32
-- cells in the mapped netlist --
cell type	instances
dfrtp_1	32
-- power groups by stage --
stage | combinational, mW | sequential [mW] | clock [mW]
final | 0.215 | 1.37 | 1.06
after global routing | 0.237 | 1.38 | 1.18
after CTS | 0.226 | 1.37 | 1.14
-- cell type report --
class | count | area share
timing repair buffer | 66 | 0.330
sequential | 32 | 0.523
clock buffer | 7 | 0.0630
tap | 102 | 0.0834
-- final timing paths --
path	startpoint	endpoint	slack (ns)
min in group clk0	d[21]	q[21]$_DFF_PN0_	0.36
max in group asynchronous	reset	q[22]$_DFF_PN0_	0.95
worst min-delay path	reset	q[7]$_DFF_PN0_	-0.13
worst max-delay path	q[11]$_DFF_PN0_	q[11]	0.04
-- repair_timing --
item	CTS	global route
cloned	0	0
resized	99	0
setup endpoints to repair	32	1
endpoints found under the hold margin	32	32
-- stage by stage --
stage                     utilization  hold slack, ns  cell area [um^2]  power [mW]  std cells
after floorplan                     -         -0.0956               801        1.38         32
after global routing            0.196          -0.133              1530        2.79        207
final                           0.196          -0.132              1530        2.64        207
after CTS                       0.196          -0.135              1530        2.74        207
after detailed placement        0.204           0.175              1590        1.69        200
after global placement          0.204           0.173              1590        1.69        200
-- layout by cell type, fill, tap and decap left out --
cell | Yosys | routed
buf_2 | 0 | 33
clkdlybuf4s50_1 | 0 | 32
dfrtp_1 | 32 | 32
clkbuf_8 | 0 | 7
buf_12 | 0 | 1
Power and IR drop assume default switching activity.
