## flow/run.sh

```bash
#!/bin/bash
# OpenROAD 26Q1-2900-gdf79404cd8, Yosys 0.63+post, stock flow scripts
make -C /OpenROAD-flow-scripts/flow DESIGN_CONFIG=/design/flow/config.mk WORK_HOME=/design/flow/orfs finish
```

## flow/config.mk

```make
export PLATFORM = sky130hd
export DESIGN_NAME = mux4_1_32bit
export DESIGN_NICKNAME = mux4_1_32bit
export VERILOG_FILES = /design/flow/design.v
export SDC_FILE = /design/flow/constraint.sdc
export NUM_CORES = 4
export LEC_CHECK = 1
export CORE_AREA = 10 10 84 84
export DIE_AREA = 0 0 94 94
```

## flow/constraint.sdc

```tcl
current_design mux4_1_32bit

set clk_period 3.9
set clk_io_pct 0.2

create_clock -name clk0 -period $clk_period

set non_clock_inputs [all_inputs -no_clocks]
set_input_delay [expr $clk_period * $clk_io_pct] -clock clk0 $non_clock_inputs
set_output_delay [expr $clk_period * $clk_io_pct] -clock clk0 [all_outputs]
```

## flow/design.v

```verilog
module mux4_1_32bit(regData,q1,q2,q3,q4,reg_no);
	output [31:0]regData;
	reg [31:0] regData;
	input [31:0] q1,q2,q3,q4;
	input [1:0]reg_no;
	always @(reg_no)
		begin 
		if(reg_no==2'b00)
			regData = q1;
		else if(reg_no==2'b01)
			regData = q2;
		else if(reg_no==2'b10)
			regData = q3;
		else 
			regData = q4;
		end
endmodule
module tb_mux;
	wire [31:0] regData;
	reg [1:0] reg_no;
	reg [31:0]q1,q2,q3,q4;
	mux4_1_32bit m1(regData,q1,q2,q3,q4,reg_no);
	initial
		$monitor($time," q1=%b, q2=%b, q3=%b, q4=%b, reg_no=%b, regData=%b",q1,q2,q3,q4,reg_no,regData);
	initial
		begin
		#0 q1 = 32'd1; q2=32'd2; q3=32'd3; q4=32'd4; 
		#1 reg_no = 2'b00; 
		#1 reg_no = 2'b01; 
		#1 reg_no = 2'b10; 
		#1 reg_no = 2'b11; 
		#1 reg_no = 2'b10;
		end
endmodule
```

==> run summary <==
Highest clock rate = 0.311 GHz
N_diodes = 0
Share of cells above drive strength 1 = 16.8%
Met2 wire len = 2910 µm
Initial antenna violation count = 0
Crit path DAT = 2.43 ns
Met1 WL = 2010 µm
Chip Area = 8840 µm²
Synthesis Warnings = 1
CP max stage delay = 0.45 ns
Sequential share of the synthesized area = 0%
YS chip area = 815 µm²
Synthesized instance count = 39
Main logic family = multiplexers
MUX area fraction = 89.4%
Slew HR = 73.0%
CP startpoint kind = primary input
Hold path cells = 3
Peak supply drop = 0.0000441 V
Worst Hold Launch = reg_no[0]
Gr ovfl total = 0
Drt drc = 0
Most used cell, CP = clkdlybuf4s50_1
Top routing layer in use = met3
RSZ-0062 raised after global routing = no
Die height = 94 µm
PortBufs = 162
Clkbuf count = 0
Final WL = 5540 µm
Via-per-instance ratio = 4.35
Worst min path class = in -> out
DP Wirelength = 5090 µm
Total power = 0.000269 W
First drt pass iteration count = 2
Commonest Layout Cell = clkdlybuf4s50_1
Avg WL per Cell = 20.8 µm
WS Path Type = in -> out
Leak = 0.860 nW
Core Rows = 26
Fill cells = 456
Routability cong. = 0.825
Cell Area, Synth = 815 µm²
Basic Gates by Area = 0%
Synth cell types = 5
P&R area growth vs syn = 202%
Largest net degree at the start of global routing = 33
Synth Area in Compound Gates = 0%
Syn Area/Cell = 20.9 µm²
Worst path top cell family by delay = buffers and inverters
Max-capacitance violation count = 0
I/O pin cnt = 162
Hold Vio Cnt, Final = 0
Flop count = 0
Vias in the first global route = 1339
Met3 Wirelength = 626 µm
Slowest CP cell = clkdlybuf4s50_1
Req. time, crit path = 3.12 ns
Pins over their slew limit = 0
Setup TNS = 0 ns
CP Capture Type = primary output
Adder share = 0%
OpenROAD warnings = 32
Worst Hold Path EP = regData[11]
Cts repair resizes = 0
Cell count in the Yosys report = 39
First-pass GRT wire length = 8070 µm
Flop area = 0 µm²
Top cells excl fill/tap = 161 x clkdlybuf4s50_1, 30 x mux4_2, 2 x mux4_1
Critical path buffers and inverters = 3
Outcome = complete, no violations
Initial Util = 15.6%
Final setup violation count = 0
CP cell instances = clkdlybuf4s50_1 > buf_4 > mux4_2 > clkdlybuf4s50_1
Layout Cell Area excl Fill = 2460 µm²
Postcts setup bufs = 0
Fin crit period = 3.21 ns
Die X = 94 µm
Worst slew pin tran = 0.405 ns
DRT antenna net count = 0
Post-Synth XOR/XNOR Area = 0%
Post-place instance area = 2460 µm²
Hold-fix buffers, CTS = 0
Power Density = 110 nW/µm²
GRT Overall Usage = 12.0%
Initial DRC Count = 21
Tcrit/Tclk final = 82.4%
Crit-path max FO = 32
Core Region = 5200 µm²
Via Count = 1158
==> per-layer routing <==
layer	global-route usage, %	vias to the layer above
met5	0	-
met4	0	0
met2	22.1	90
met1	13.8	545
li1	-	523
met3	4.52	0
==> cells by family (layout without fill, tap and decap cells) <==
| kind of cell | Yosys count | after routing |
|---|---|---|
| buffers and inverters | 7 | 164 |
| multiplexers | 32 | 32 |
==> through the flow <==
| stage | util, % | hold slack (ns) | cells | setup WS (ns) |
|---|---|---|---|---|
| floorplan | - | 1.65 | 39 | 1.62 |
| global placement | 47.3 | 2.63 | 266 | 0.640 |
| detailed placement | 47.3 | 2.64 | 266 | 0.652 |
| CTS | 47.3 | 2.64 | 266 | 0.652 |
| global route | 47.3 | 2.67 | 266 | 0.593 |
| finish | 47.3 | 2.61 | 266 | 0.687 |
==> layout make-up <==
cell class | count | area, µm² | area share, %
multi-input cells | 32 | 728 | 29.6
well taps | 70 | 87.6 | 3.56
repair buffers | 164 | 1640 | 66.8
==> cells in the mapped netlist <==
cell type / instances / area, µm²
buf_2: 3 / 15.0
buf_12: 3 / 60.1
mux4_2: 30 / 676
mux4_1: 2 / 52.6
buf_6: 1 / 11.3
==> worst max-delay path by stage <==
| stage | start | cells past startpoint | end |
|---|---|---|---|
| final | reg_no[1] | 4 | regData[3] |
| after global routing | reg_no[0] | 4 | regData[26] |
| after CTS | reg_no[1] | 4 | regData[3] |
==> power breakdown <==
| group | total [W] | internal, W | switching [W] |
|---|---|---|---|
| combinational | 0.000269 | 0.000219 | 0.0000501 |
| clock | 0 | 0 | 0 |
| sequential | 0 | 0 | 0 |
Power is estimated from default activity; no workload was simulated.
